<file path="design/flow/run.sh">
#!/bin/bash
# OpenROAD 26Q1-2900-gdf79404cd8, Yosys 0.63+post, stock flow scripts
make -C /OpenROAD-flow-scripts/flow DESIGN_CONFIG=/design/flow/config.mk WORK_HOME=/design/flow/orfs finish
</file>
<file path="design/flow/config.mk">
export PLATFORM = sky130hd
export DESIGN_NAME = my_ram
export DESIGN_NICKNAME = my_ram
export VERILOG_FILES = /design/flow/design.v
export SDC_FILE = /design/flow/constraint.sdc
export NUM_CORES = 4
export LEC_CHECK = 1
export CORE_UTILIZATION = 30
</file>
<file path="design/flow/constraint.sdc">
current_design my_ram

set clk_period 1.8
set clk_io_pct 0.2

create_clock -name clk0 -period $clk_period [get_ports {clk}]

set non_clock_inputs [all_inputs -no_clocks]
set_input_delay [expr $clk_period * $clk_io_pct] -clock clk0 $non_clock_inputs
set_output_delay [expr $clk_period * $clk_io_pct] -clock clk0 [all_outputs]
</file>
<file path="design/flow/design.v">
module my_ram   #(
                    parameter DATA_W           = 8                    ,         
                    parameter DEPTH            = 8                    ,         
                    parameter ADDR_W           = $clog2 (DEPTH)                 
                 )
                 (
                    input  logic                  clk                 ,         
                    input  logic                  i_wren              ,         
                    input  logic [ADDR_W - 1 : 0] i_waddr             ,         
                    input  logic [DATA_W - 1 : 0] i_wdata             ,         
                    input  logic [ADDR_W - 1 : 0] i_raddr             ,         
                    output logic [DATA_W - 1 : 0] o_rdata                       
                 );
(* ram_style ="block" *)
logic [DATA_W - 1 : 0] data_rg [DEPTH] ;         
always @ (posedge clk) begin
   if (i_wren) begin                          
      data_rg [i_waddr] <= i_wdata  ;      
   end
end
always @ (posedge clk) begin
   o_rdata <= data_rg [i_raddr] ;
end
endmodule
</file>
==> run_results.csv <==
group,metric,value,unit
cts,insertion_delay,350,ps
pwr,p_clk_share,33.5,%
timing,fin_crit,1642,ps
outcome,status,"finished clean",
job,drv_cap,0,
logic_synthesis,synth.distinct_cells,14,
timing,finalSetupTns,0,ps
place,gp_congestion,0.7065,
worst_setup_path,ff2ff_path_depth,2,
place,port_buffers,23,
cts,clockBufferDepth,2,
drt,wl_per_cell,16.84,µm
cts,cts_setup_buffers,0,
pwr,pwr_density_cell,968.9,nW/µm²
cells_and_area,drive_above_1_share,21.25,%
timing,timing.final.crit_share,91.21,%
job,warnings,25,
floorplanning,die_h,96.72,µm
timing,worstMarginPinSlew,253.5,ps
cts,cts_made_buffers,9,
worst_setup_path,r2r-start,"data_rg[1][2]",
logic_synthesis,syn_avg_cell_area,23.61,µm²
worst_setup_path,cp.arrival,1880,ps
pwr,netSwitchingFraction,19.72,%
drt,viasPerCell,4.590,
timing,setup_viol,0,
floorplanning,fp_util,30.86,%
logic_synthesis,synthCells,114,
timing,rsz0062_at_grt,"no",
logic_synthesis,postSynthSeqShare,77.36,%
floorplanning,fp-row-count,34,
global_routing,grt_pass1_vias,1298,
place,numPlacedInstances,252,
drt,drt-total-wl,4514,µm
logic_synthesis,syn_area,2691,µm²
global_routing,grt_usage,10.60,%
cells_and_area,layout.cells.non_filler,268,
timing,max_slew_margin,83.05,%
drt,drtIter0Drc,26,
drt,vias,1230,
timing,final_max_slew_viol_count,0,
logic_synthesis,synth-warning-count,1,
global_routing,gr-total-overflow,0,
worst_setup_path,cp-endpoint,"o_rdata[3]",
logic_synthesis,ys_area,2691,µm²
floorplanning,io_pins,24,
cells_and_area,final_util,37.63,%
global_routing,grt_first_pass_wirelength,7003,µm
timing,finalHoldViolCount,0,
worst_setup_path,timing.rr.end,"o_rdata[2]",
drt,ant_nets,0,
logic_synthesis,ys_ff,72,
cells_and_area,area_growth,21.94,%
drt,firstDrtPassIters,6,
pwr,p_seq_share,59.8,%
floorplanning,dieWidth,96.72,µm
cts,clock_sinks,72,
cts,cts_tree,"done",
global_routing,antenna_found_initial,0,
pwr,p_leak,1.106,nW
pwr,ir_drop,0.0002835,V
worst_setup_path,setup.worst_path.end_class,"flip-flop",
worst_setup_path,worst-path-max-fanout,16,
min_path,hp-class,"reg2reg",
global_routing,grt_max_degree,17,
drt,insertedDiodeCount,0,
drt,drc_errors,0,
worst_setup_path,critical_path_class,"in2reg",
pwr,p_sw,0.6270,mW
worst_setup_path,cp-startpoint,"i_raddr[0]",
floorplanning,core-area,8721,µm²
cts,ctsHoldBuffers,0,
timing,fmax,609.1,MHz
place,hpwl,2824,µm
pwr,p_int,2.553,mW
logic_synthesis,synth_stat.cells,114,
floorplanning,die-area,9354,µm²
cts,cts-resized-gates,0,
cts,root_buffer,"clkbuf_8",
cts,clkSlewWorstSetupHoldPaths,70,ps
pwr,p_comb_share,6.7,%
worst_setup_path,crit_path_start_kind,"input port",
cts,htreeDepth,3,
worst_setup_path,cp.required,2040,ps
worst_setup_path,ff2ff_setup_slack,530,ps
pwr,finalPower,3.180,mW
timing,finalClockSkew,5.473,ps
[critical path, cell delays in order]
cell and delay [ps]:
clkdlybuf4s50_1 500, buf_12 170, mux4_1 560, mux2_2 270
[layer usage]
| layer | GRT usage (%) | wire length, µm | vias to the layer above | part of all wire, % |
|---|---|---|---|---|
| li1 | - | - | 560 | - |
| met1 | 12.53 | 1633 | 588 | 36 |
| met2 | 15.66 | 2122 | 69 | 47 |
| met3 | 8.162 | 624 | 13 | 14 |
| met4 | 2.411 | 134 | 0 | 3.0 |
| met5 | 0 | 0 | - | 0 |
[cells in the final DEF, fill, tap and decap left out, drive strengths merged]
master,instances
mux2,8
nor3,2
nand2,2
buf,12
nand2b,3
edfxtp,64
clkinv,2
clkbuf,13
dfxtp,8
clkinvlp,1
clkdlybuf4s50,23
nor2,6
mux4,16
[power groups by stage]
stage | Clock (mW) | Sequential, mW | Combinational [mW]
4_1_cts | 1.10 | 1.90 | 0.217
6_report | 1.07 | 1.90 | 0.212
5_1_grt | 1.17 | 1.91 | 0.230
[layout make-up]
cell class | instances | area, µm²
clock inverter | 3 | 17.52
sequential | 72 | 2082
tap | 108 | 135.1
fill | 746 | 5439
timing repair buffer | 35 | 332.8
clock buffer | 13 | 148.9
multi-input combinational | 37 | 565.5
[Yosys cell counts]
| cell | count | share of area (%) |
|---|---|---|
| buf_2 | 1 | 0.19 |
| buf_12 | 1 | 0.74 |
| nand2_1 | 2 | 0.28 |
| buf_1 | 1 | 0.14 |
| clkbuf_1 | 1 | 0.14 |
| nor2_1 | 6 | 0.84 |
| dfxtp_1 | 8 | 6.0 |
| mux4_2 | 1 | 0.84 |
| buf_6 | 1 | 0.42 |
| mux4_1 | 15 | 15 |
| nor3_1 | 2 | 0.37 |
| mux2_2 | 8 | 3.3 |
| edfxtp_1 | 64 | 71 |
| nand2b_1 | 3 | 0.70 |
[kinds of logic (layout without fill, tap and decap cells)]
family                 after synthesis  count (layout)  synth area share [%]
AND/OR/NAND/NOR                     13              13                 2.185
multiplexers                        24              24                 18.83
flip-flops                          72              72                 77.36
buffers and inverters                5              51                 1.627
[per-stage QoR]
step | setup WS (ps) | area (µm²) | hold slack (ps)
6_report | 158.2 | 3282 | 672.7
5_1_grt | 125.9 | 3282 | 698.7
4_1_cts | 152.7 | 3282 | 678.7
3_5_place_dp | -223.4 | 3115 | 658.4
3_3_place_gp | -196.0 | 3115 | 649.9
2_1_floorplan | 279.5 | 2691 | 458.9
[how the worst min path moves through the flow]
stage	slack [ps]	startpoint	cells past startpoint	to
6_report	670	data_rg[7][5]	2	o_rdata[5]
4_1_cts	680	data_rg[0][1]	2	o_rdata[1]
5_1_grt	700	data_rg[7][5]	2	o_rdata[5]
[sequential cells by signal, indices dropped and copies added, names as in the netlist]
register,count
o_rdata,8
data_rg,64
Power is estimated from default activity; no workload was simulated.
